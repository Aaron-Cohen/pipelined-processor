===== /design/flow/run.sh =====
#!/bin/bash
# OpenROAD 26Q1-2900-gdf79404cd8, Yosys 0.63+post, stock flow scripts
make -C /OpenROAD-flow-scripts/flow DESIGN_CONFIG=/design/flow/config.mk WORK_HOME=/design/flow/orfs finish

===== /design/flow/config.mk =====
export PLATFORM = sky130hd
export DESIGN_NAME = writeback
export DESIGN_NICKNAME = writeback
export VERILOG_FILES = /design/flow/design.v
export SDC_FILE = /design/flow/constraint.sdc
export NUM_CORES = 4
export LEC_CHECK = 1
export CORE_AREA = 10 10 70 70
export DIE_AREA = 0 0 80 80

===== /design/flow/constraint.sdc =====
current_design writeback

set clk_period 1.0
set clk_io_pct 0.2

create_clock -name clk0 -period $clk_period

set non_clock_inputs [all_inputs -no_clocks]
set_input_delay [expr $clk_period * $clk_io_pct] -clock clk0 $non_clock_inputs
set_output_delay [expr $clk_period * $clk_io_pct] -clock clk0 [all_outputs]

===== /design/flow/design.v =====
module writeback(
	output wire [15:0] Writeback_data,
	input  wire [15:0] Memory_read_data,		
	input  wire [15:0] PC_Inc,		
	input  wire [15:0] ALU_Out,	
	input  wire MemToReg_cntrl,
	input  wire PcToReg_cntrl
);	
	assign Writeback_data = PcToReg_cntrl ? PC_Inc :
		MemToReg_cntrl ? Memory_read_data : ALU_Out;
endmodule

==> impl_metrics.yaml <==
# generated from flow reports
status:
  status: "finished with violations"
  violations: "setup timing"
global_route:
  grt_first_pass_wirelength_um: 3580
  antenna_found_initial: 0
  grt_pass1_vias: 655
  grt_max_degree: 17
  grtUsageTotal: 0.0674
  grt_overflow: 0
job:
  drv_cap: 0
  log.warning_count: 34
finish:
  flops: 0
  nClkBuffers: 0
  finalNonFillerCells: 167
  nFillCells: 403
  syn2layout_area_growth_pct: 191
  layout-drive-gt1-share: 0.248
  seqCellArea_um2: 0
  final_common_cell: "dlygate4sd2_1"
  most-common-layout-cells: "dlygate4sd2_1 (48), nand2_1 (16), buf_2 (16)"
  final_area_um2: 1000
sta:
  fin_crit_sh: 1.06
  holdWs_ns: 0.779
  hold_viol: 0
  max_freq_mhz: 940
  rsz0062_at_grt: "yes"
  finalSetupViolCount: 7
  setup_slack_ns: -0.0633
  slew_violations: 0
  max_slew_margin: 0.890
  finalCriticalPeriod_ns: 1.06
  worst_pin_slew_ns: 0.161
route:
  vias: 615
  first_pass_iters: 4
  diodes: 0
  wl_per_cell_um: 13.6
  drc: 0
  ant_nets: 0
  drt-total-wl_um: 2260
  drt_iter0_markers: 8
  viasPerCell: 3.68
critical_path:
  critPathSlowestCell: "mux2i_1"
  worstSetupPathType: "input pin to output pin"
  endpoint_kind: "output pin"
  crit_required_ns: 0.80
  arrival_ns: 0.86
  startpoint: "MemToReg_cntrl"
  critPathTopFamily: "buffers and inverters"
  crit_chain: "buf_8 > buf_8 > buf_6 > mux2i_1 > o21ai_1 > buf_2"
  cp-start-kind: "input pin"
  worstPathMaxFanout: 5
  cp.buffers_inverters: 4
  setup.worst_path.end: "Writeback_data[4]"
  max_stage_delay_ns: 0.14
  crit_top_cell: "buf_8"
  crit_cells: 6
die:
  dieArea_um2: 6400
  fp_util: 0.101
  coreArea_um2: 3420
  num_io_pins: 66
  core.rowCount: 21
  die_y_um: 80
  die_x_um: 80
yosys:
  top_cell_area_share: 0.464
  ys_seq_share: 0
  yosysChipArea_um2: 345
  syn_area_um2: 345
  yosysTopAreaCell: "mux2i_1"
  syn_inst: 53
  yosysUniqueCellTypes: 8
  synthTopCellsByArea: "mux2i_1 (46%), nand2_1 (17%), o21ai_1 (14%)"
  syn_avg_cell_area_um2: 6.52
  synth_warnings: 0
  ys_cells: 53
power_and_ir_drop:
  total_power_w: 0.000351
  leakage_nw: 0.535
  ir_worst_vdd_uv: 101
  power_density_nw_per_um2: 349
place:
  dp_hpwl_um: 1820
  port_buffers: 66
  dpl-instance-area_um2: 1050
  gp_congestion: 0.769
  numPlacedInstances: 163
cts:
  hold_buffers: 0
min_path:
  worstHoldPathCells: 4
  hold_class: "input pin to output pin"
[final cells by class]
class | count | area (µm²) | area share
Multi-Input combinational cell | 48 | 319 | 0.318
Tap cell | 46 | 57.6 | 0.0574
Timing Repair Buffer | 73 | 627 | 0.625
[routing by layer]
layer	track usage	wire length, µm
met5	0	0
met4	0	0
met3	0.0227	259
met2	0.117	1100
met1	0.0831	907
[where the power goes]
group          switching (W)  internal [W]
sequential                 0             0
combinational       0.000118      0.000233
clock                      0             0
total               0.000118      0.000233
[synth_stat cells, drive strengths merged]
library cell   n
clkbuf         1
buf            4
mux2i         16
nand2         16
o21ai         16
[cells by family after synthesis]
kind of cell	count (synthesis)	share of synthesized area
muxes	16	0.464
and+or+nand+nor	16	0.174
AOI/OAI and AO/OA	16	0.232
buffers and inverters	5	0.130
[stage by stage]
stage                util  setup WS, ns  setup TNS, ns
detailed placement  0.308        -0.862         -12.74
global route        0.294        -0.117         -0.944
global placement    0.308        -0.804         -12.42
finish              0.294       -0.0633         -0.172
CTS                 0.291       -0.0818         -0.306
floorplan               -         0.129              0
[how the worst min path moves through the flow]
stage | endpoint | slack [ns] | start
6_report | Writeback_data[3] | 0.78 | PC_Inc[3]
5_1_grt | Writeback_data[6] | 0.80 | PC_Inc[6]
4_1_cts | Writeback_data[11] | 0.78 | PC_Inc[11]
[repair_timing]
action                                  4_1_cts  5_1_grt
buffers inserted                              2        0
endpoints found under the setup margin       16       16
pin swaps                                    24        4
gates cloned                                  2        0
gates resized                               124        3
No activity file was given, so power comes from the tool's default toggle rates.
